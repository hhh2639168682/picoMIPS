[config.mk]
export PLATFORM = sky130hd
export DESIGN_NAME = counter
export DESIGN_NICKNAME = counter
export VERILOG_FILES = /design/flow/design.v
export SDC_FILE = /design/flow/constraint.sdc
export NUM_CORES = 4
export LEC_CHECK = 1
export CORE_AREA = 10 10 100 100
export DIE_AREA = 0 0 110 110
[constraint.sdc]
current_design counter

set clk_period 5.4
set clk_io_pct 0.2

create_clock -name clk0 -period $clk_period [get_ports {fastclk}]

set non_clock_inputs [all_inputs -no_clocks]
set_input_delay [expr $clk_period * $clk_io_pct] -clock clk0 $non_clock_inputs
set_output_delay [expr $clk_period * $clk_io_pct] -clock clk0 [all_outputs]
[design.v]
module counter #(parameter n = 24)  
  (input logic fastclk, output logic clk);
logic [n-1:0] count;
always_ff @(posedge fastclk)
    count <= count + 1;
assign clk = count[n-1];  
endmodule
[run.sh]
#!/bin/bash
# OpenROAD 26Q1-2900-gdf79404cd8, Yosys 0.63+post, stock flow scripts
make -C /OpenROAD-flow-scripts/flow DESIGN_CONFIG=/design/flow/config.mk WORK_HOME=/design/flow/orfs finish
==> results.txt <==
Physical implementation status

The total routing resource utilization after global routing stands at 0.0217. In this run, placement finished with an instance count of 186. The number of slew-limit violations in the final report stands at 0. The count of synthesis-stage warnings from yosys stands at 1. The number of antenna violations at the first check in global routing came to 0. Counting flops per register, the top entry is count. The starting DRC count in detailed routing stands at 15. The shortest period the worst path allows stands at 2.17 ns. The yosys synthesis chip area stands at 901 µm². In the final report, the number of hold violations comes to 0. The antenna diode count stands at 0. The async set-reset flop share out of synthesis stands at 0. The share of synthesized area occupied by flip-flops and latches stands at 0.533. Setup repair after global routing left no endpoint under its margin. The count of buffering cells on the critical path with inverters included stands at 1. Headroom to the max-slew limit came out at 0.667. The post-synthesis cell count from yosys stands at 83. The run finished with clean final reports. The multi-input combinational cells in the finished layout cover a total of 417 µm². The cell resize tally after clock tree synthesis stands at 0.

The floorplan row count stands at 32. The worst hold-check slack stands at 0.412 ns. The synthesized instance count stands at 83. The setup violation total in the final timing report stands at 0. The area of the core stands at 7810 µm². The transition time recorded at the tightest slew-check pin is 0.497 ns. After filler insertion, the fill cell instance count of the layout stands at 861.

The number of global-route vias before repair stands at 543. The final antenna-violating net count stands at 0. The post-synth design cell area stands at 901 µm². The number of distinct library cells after synthesis stands at 15. The post-synthesis area per instance stands at 10.9 µm².

Along the worst path, the maximum fanout reaches 2. The static power due to leakage stands at 0.000335 µW. The chip occupies 12100 µm².

Detailed routing inserted a total of 545 vias. For reference, the most critical setup path is categorized as reg2out. The area share of the largest cell type after synthesis stands at 0.533.

The first global-routing pass estimated 2270 µm of wire. The critical path goes through clkdlybuf4s50_1. Buffers placed on the I/O ports in this run total 1. The registers reported with the highest flop counts are count x24.

met1 track demand over resource after global routing is 0.0277. The total overflow reported by the global router stands at 0. The highest attainable clock frequency stands at 462 MHz.

The required time at the worst endpoint is listed as 4.32 ns. In the floorplan report the effective utilization is 0.115. In the finished design, the share of the clock period the worst path needs comes to 0.401.

The min-delay analysis places its worst path in the category reg2reg. Looking at the clock tree report, the H-tree level count equals 1. By instance count, the leading cell after synthesis is dfxtp_1. For this run, the detailed router reports a per-instance via density of 2.87. Per the CTS log, the buffer count on the longest clock path is 2. The count of clock tree sinks stands at 24. The post-CTS setup buffer count stands at 0. The number of buffers created by CTS stands at 3. The OpenROAD warning count stands at 25.

STA classifies the critical path endpoint as an output port. The worst clock skew stands at 0.00449 ns. For this design the top-level I/O count stands at 2. The arrival time reported for the critical path endpoint stands at 1.09 ns. met3 track demand over resource after global routing is 0.00588. Entering global routing, the biggest net connects 14 pins. The synthesis run shows the most used standard cells to be dfxtp_1, xnor2_1, nand3_1, nand2_1, nand4_1. Per the skew report, the later register of the worst-skew pair sees a clock latency of 0.26 ns.

The total design power stands at 294 µW. The iteration count of the initial detailed-routing pass stands at 4. The area used by sequential logic in the layout stands at 480 µm². The total power per unit cell area stands at 269 nW/µm². The main area contributors are dfxtp_1, xnor2_1, nand3_1, nand4_1, xor2_1. In this run the most used layer during global routing was met2. The die width stands at 110 µm. The fraction of final layout cells sized beyond drive strength 1 stands at 0.0909.

In this design, the stage delay of the slowest critical-path cell is 0.47 ns. In the synthesized netlist the dominant register cell turns out to be dfxtp_1. TritonCTS built the clock tree.

The setup TNS stands at 0 ns. The average detailed-routed wire length per instance stands at 6.56 µm. After detailed routing, the number of remaining DRC violations is 0. The number of hold buffers added after CTS was 0. The die outline height stands at 110 µm. The synthesized design contains 24 register bits. The timing report attributes the biggest portion of critical-path delay to buffers and inverters. The biggest area contributor in the post-synthesis netlist is dfxtp_1.

The growth of design area from synthesis to finish stands at 21.4%. The global placement routability congestion stands at 0.706. After the flow finishes, the layout carries non-filler instances totaling 190.

The max-capacitance violation count stands at 0. The routed wire length stands at 1250 µm. The registers of the reported paths see a clock transition of 0.08 ns. The highest supply drop recorded on VDD is 94.5 µV. The register with the most flip-flops in the layout has 24 of them.

Clock tree synthesis selected as its root buffer the cell clkbuf_8. The number of flops mapped to enable cells by yosys stands at 0. The met2 routing resource usage after global routing stands at 0.0360. STA classifies the critical path startpoint as a register. The timing report shows that the slowest cell on the worst path is clkdlybuf4s50_1. The detailed placement HPWL stands at 832 µm.
-- final timing paths --
kind                                start  slack (ns)  depth (start not counted)         to
worst min register to register   count[0]        0.41                          1   count[0]
worst max register to register   count[0]        3.95                          5  count[18]
worst max-delay path            count[23]        3.23                          1        clk
worst min-delay path             count[0]        0.41                          1   count[0]
-- power breakdown --
part / switching [µW] / leakage (µW) / internal [µW]
registers: 0 / 0.000193 / 177
logic: 0 / 0.000113 / 0
clock network: 52.2 / 0.0000288 / 64.9
total: 52.2 / 0.000335 / 242
-- per-stage QoR --
step / worst slack (ns) / instance area [µm²] / utilization
finish: 3.23 / 1090 / 0.140
global route: 3.19 / 1090 / 0.140
CTS: 3.22 / 1090 / 0.140
detailed placement: 3.53 / 1040 / 0.133
global placement: 3.52 / 1040 / 0.133
floorplan: 4.02 / 901 / -
-- metal layers --
metal | up-vias | wire length (µm) | share of wire
met1 | 246 | 677 | 0.54
li1 | 293 | - | -
met2 | 4 | 516 | 0.41
met3 | 2 | 19 | 0.015
met5 | - | 0 | 0
met4 | 0 | 34 | 0.027
-- logic make-up after synthesis --
group / after synthesis / share of synthesized area
buf+inv: 1 / 0.00416
simple gates: 35 / 0.235
xor+xnor: 22 / 0.214
fa+ha+maj: 1 / 0.0139
flops: 24 / 0.533
-- layout by cell type (no fill, tap or decap) --
master,instances
nand3_2,1
clkbuf_8,4
inv_1,1
nand2_1,7
dfxtp_1,24
clkdlybuf4s50_1,1
nand4_1,6
and4_1,3
xnor2_1,18
nor2_1,2
and2b_4,1
nor3_4,1
ha_1,1
xor2_1,4
nand3_1,9
and3_1,4
and3_2,1
-- cell type report --
class                      count  area share
timing repair buffer           1     0.00915
tap                          102       0.117
clock buffer                   4      0.0503
multi-input combinational     58       0.381
inverter                       1     0.00343
sequential                    24       0.439
Power figures rest on the tool's default switching activity, not on a simulated workload.
